--- flow/run.sh ---
#!/bin/bash
# OpenROAD 26Q1-2900-gdf79404cd8, Yosys 0.63+post, stock flow scripts
make -C /OpenROAD-flow-scripts/flow DESIGN_CONFIG=/design/flow/config.mk WORK_HOME=/design/flow/orfs finish
--- flow/config.mk ---
export PLATFORM = sky130hd
export DESIGN_NAME = pipelined_multiplier
export DESIGN_NICKNAME = pipelined_multiplier
export VERILOG_FILES = /design/flow/design.v
export SDC_FILE = /design/flow/constraint.sdc
export NUM_CORES = 4
export LEC_CHECK = 1
export CORE_UTILIZATION = 50
--- flow/constraint.sdc ---
current_design pipelined_multiplier

set clk_period 6.3
set clk_io_pct 0.2

create_clock -name clk0 -period $clk_period [get_ports {clk}]

set non_clock_inputs [all_inputs -no_clocks]
set_input_delay [expr $clk_period * $clk_io_pct] -clock clk0 $non_clock_inputs
set_output_delay [expr $clk_period * $clk_io_pct] -clock clk0 [all_outputs]
--- flow/design.v ---
module pipelined_multiplier (
    input clk,                 
    input rst,                 
    input [10:0] n1,           
    input [7:0] n2,        
    output reg [18:0] product  
);
    reg [10:0] reg_n1_stage1;
    reg [7:0] reg_n2_stage1;
    reg [18:0] partial_product_stage2;
    reg [18:0] final_product_stage3;
    always @(posedge clk or posedge rst) begin
        if (rst) begin
            reg_n1_stage1 <= 11'b0;
            reg_n2_stage1 <= 8'b0;
        end else begin
            reg_n1_stage1 <= n1;
            reg_n2_stage1 <= n2;
        end
    end
    always @(posedge clk or posedge rst) begin
        if (rst) begin
            partial_product_stage2 <= 19'b0;
        end else begin
            partial_product_stage2 <= reg_n1_stage1 * reg_n2_stage1; 
        end
    end
    always @(posedge clk or posedge rst) begin
        if (rst) begin
            final_product_stage3 <= 19'b0;
        end else begin
            final_product_stage3 <= {3'b000, partial_product_stage2};     
        end
    end
    always @(posedge clk or posedge rst) begin
        if (rst) begin
            product <= 19'b0;
        end else begin
            product <= final_product_stage3;
        end
    end
endmodule
==> results_slide.txt <==
Implementation Results

Outcome
  • Status: finished clean

Critical path
  • Worst Setup End Kind: register
  • CP startpoint kind: register
  • Crit path kind: reg2reg
  • Crit path DRT: 6520 ps
  • WP data arrival: 4540 ps
  • Crit path max fanout: 11

Route
  • Post-route DRC: 0
  • Vias: 2794
  • ANT cells: 0
  • WL/cell: 13.15 um
  • Vias/cell: 4.696
  • Final WL: 7825 um
  • Total iterations of the first detailed-routing run: 4
  • 1st-iter DRT viols: 65
  • Post-route ant nets: 0

Global route
  • First-pass GRT wire length: 13640 um
  • Antenna violations before repair: 0
  • Global route total overflow: 0
  • GRT Total Usage: 18.42%
  • Vias in the first global route: 2871
  • Pin count of the biggest net entering global routing: 41

Logic synthesis
  • Avg Cell Area, Syn: 11.54 um^2
  • Post-synth ARST share: 100.0%
  • Area leader, netlist: dfrtp_1
  • # Cells Yosys: 422
  • Top cell area share: 39.05%
  • Biggest area cells: dfrtp_1, fa_1, ha_1
  • Most frequent cell after synthesis: dfrtp_1
  • EDFF count, synth: 0
  • Mapped cell area: 4870 um^2
  • Post-Syn Instances: 422
  • Number of distinct library cells after synthesis: 37
  • Synth Seq Share: 39.05%
  • Yosys chip area: 4870 um^2
  • Post-synth regs: 76
  • Dominant flop cell: dfrtp_1
  • Top post-synthesis cells by count: dfrtp_1, inv_1, and2_1
  • Ys Warns: 1

Timing
  • Fmax: 0.2312 GHz
  • TNS Setup: 0 ps
  • Unrepaired setup endpoints after global routing: no
  • Final Cycle Share: 68.64%
  • Clock period minus worst slack: 4324 ps
  • Slew Limit Fails: 0
  • Hold Violations, Final: 0
  • Rel. slew slack: 52.83%
  • Final setup fails: 0
  • Clock Skew: 11.62 ps
  • Min Hold Slack: 344.2 ps
  • Worst-margin pin slew: 706.5 ps

Flow run
  • MaxCap Viol Count: 0
  • Tool warning count: 25

Floorplanning
  • Core Box Area: 9328 um^2
  • Chip width: 100.7 um
  • Die y size: 100.7 um
  • Die ar.: 10140 um^2
  • Initial Util: 52.21%
  • Site row count: 35
  • Num ports: 40

Clocking
  • H-tree levels: 3
  • Clock Path Buffers: 2
  • Post-cts resize count: 0
  • CTS tree: done
  • Num CTS Buffers: 9
  • Root Driver: clkbuf_8
  • Clk latency late pin: 340 ps
  • Clock transition at the registers of the reported paths: 80 ps
  • Sinks on Clock Net: 76
  • Setup Buffers After CTS: 0
  • Post-CTS Hold Buffers: 0

Power and ir drop
  • P_leak: 2.720 nW
  • Clk pwr share: 18.7%
  • Cell Pwr Density: 367.8 nW/um^2
  • Switching Fraction: 35.80%
  • Seq pwr share: 34.2%
  • Pint: 0.001318 W
  • Combinational Power Share: 47.2%
  • Maximum vdd ir drop: 0.0001406 V
  • Switching power: 0.0007350 W

Worst hold path
  • Hold Crit Class: reg2reg

Final layout
  • Final non-filler cell total: 595
  • Layout cells sized above 1: 6.652%
  • Area Overhead vs Synth: 14.65%
  • # fillers: 766

Placed design
  • RePlAce Congestion: 0.8574
  • DP HPWL: 6317 um
  • Placed Cells: 579
  • Port buffer count: 39
==> metrics by stage <==
| step | utilization [%] | power (W) | cell area [um^2] | setup slack, ps |
|---|---|---|---|---|
| floorplan | - | 0.001439 | 4870 | 2177 |
| global placement | 57.61 | 0.001692 | 5374 | 1970 |
| CTS | 59.85 | 0.002088 | 5583 | 1923 |
| global route | 59.85 | 0.002255 | 5583 | 1724 |
| detailed placement | 57.61 | 0.001691 | 5374 | 1963 |
| finish | 59.85 | 0.002053 | 5583 | 1976 |
==> power by group through the flow <==
stage / clock network, W / registers, W / logic, W
4_1_cts: 0.000398 / 0.000704 / 0.000985
6_report: 0.000383 / 0.000702 / 0.000968
5_1_grt: 0.000415 / 0.000719 / 0.00112
==> cell type report <==
type                    instances  area, um^2  area share [%]
multi-input cells             260        2635           47.20
clock buffers                  11       151.4           2.712
inverters                      74       277.8           4.975
repair buffers                 40       397.9           7.127
clock inverters                 5       57.56           1.031
well taps                     129       161.4           2.891
flip-flops and latches         76        1902           34.07
==> logic make-up after synthesis <==
| family | synth area share (%) |
|---|---|
| flops | 39.05 |
| simple gates | 13.13 |
| mux | 0.2056 |
| fa+ha+maj | 32.22 |
| xor+xnor | 2.518 |
| compound gates | 6.038 |
| buf+inv | 6.835 |
==> cell usage in the layout (no fill, tap or decap), types with 2 or more instances in the layout <==
master / instances
dfrtp_1: 76
ha_1: 39
nor2_1: 5
xor2_1: 4
a21oi_1: 7
nand2b_1: 2
o211ai_2: 2
o21ai_0: 5
a211oi_2: 3
o21ai_1: 3
nand3b_1: 2
clkdlybuf4s50_1: 39
clkbuf_8: 11
a21o_1: 2
nand4_1: 3
nand2_1: 27
xnor2_1: 10
inv_1: 73
fa_1: 54
clkinv_2: 2
and2_1: 73
a21oi_2: 4
==> state kept, by name, summed over array words and instances (netlist names) <==
| signal | count |
|---|---|
| reg_n2_stage1 | 8 |
| reg_n1_stage1 | 11 |
| partial_product_stage2 | 19 |
| final_product_stage3 | 19 |
| product | 19 |
==> routing by layer <==
layer	vias to the layer above	share of wire [%]	global-route usage (%)
met1	1355	49	31.23
met5	-	0	0
li1	1369	-	-
met2	60	45	27.24
met4	0	1.6	2.007
met3	10	4.7	3.949
==> worst max-delay path, cell delays in order (launching register included) <==
cell	delay, ps
dfrtp_1	520
and2_1	240
fa_1	480
fa_1	470
fa_1	540
inv_1	50
fa_1	520
inv_1	40
ha_1	390
a211oi_2	250
nor2_1	90
a311oi_2	330
o21bai_1	140
xnor2_1	130
==> worst paths after layout <==
| check | startpoint | to | slack [ps] | cells past startpoint |
|---|---|---|---|---|
| min | partial_product_stage2[12]$_DFF_PP0_ | final_product_stage3[12]$_DFF_PP0_ | 340 | 0 |
| max reg2reg | reg_n2_stage1[3]$_DFF_PP0_ | partial_product_stage2[18]$_DFF_PP0_ | 1980 | 13 |
| min in group asynchronous | rst | reg_n2_stage1[1]$_DFF_PP0_ | 1370 | 2 |
| max | reg_n2_stage1[3]$_DFF_PP0_ | partial_product_stage2[18]$_DFF_PP0_ | 1980 | 13 |
| max in group asynchronous | rst | product[11]$_DFF_PP0_ | 3980 | 3 |
| min reg2reg | partial_product_stage2[12]$_DFF_PP0_ | final_product_stage3[12]$_DFF_PP0_ | 340 | 0 |
Power figures rest on the tool's default switching activity, not on a simulated workload.
