==> /design/flow/design.v <==
module sar1(clk, rst, en, address, dout);
  input clk, rst, en;
  input [3:0] address;
  output reg [3:0] dout;
  reg [3:0] mem[15:0];
  initial begin
    mem[15] = 4'b0000;
    mem[14] = 4'b0001;
    mem[13] = 4'b0010;
    mem[12] = 4'b0011; 
    mem[11] = 4'b0100; 
    mem[10] = 4'b0101; 
    mem[9]  = 4'b0110; 
    mem[8]  = 4'b0111;
    mem[7]  = 4'b1000;
    mem[6]  = 4'b1001;
    mem[5]  = 4'b1010;
    mem[4]  = 4'b1011;
    mem[3]  = 4'b1100;
    mem[2]  = 4'b1101;
    mem[1]  = 4'b1110;
    mem[0]  = 4'b1111; 
  end
  always @(posedge clk)
   begin
    if (rst) 
    begin
      dout <= 4'b0000;
    end 
    else if (en) 
    begin
        dout <= mem[address];
      end
    end
endmodule
==> /design/flow/run.sh <==
#!/bin/bash
# OpenROAD 26Q1-2900-gdf79404cd8, Yosys 0.63+post, stock flow scripts
make -C /OpenROAD-flow-scripts/flow DESIGN_CONFIG=/design/flow/config.mk WORK_HOME=/design/flow/orfs finish
==> /design/flow/config.mk <==
export PLATFORM = sky130hd
export DESIGN_NAME = sar1
export DESIGN_NICKNAME = sar1
export VERILOG_FILES = /design/flow/design.v
export SDC_FILE = /design/flow/constraint.sdc
export NUM_CORES = 4
export LEC_CHECK = 1
export CORE_AREA = 10 10 70 70
export DIE_AREA = 0 0 80 80
==> /design/flow/constraint.sdc <==
current_design sar1

set clk_period 1.0
set clk_io_pct 0.2

create_clock -name clk0 -period $clk_period [get_ports {clk}]

set non_clock_inputs [all_inputs -no_clocks]
set_input_delay [expr $clk_period * $clk_io_pct] -clock clk0 $non_clock_inputs
set_output_delay [expr $clk_period * $clk_io_pct] -clock clk0 [all_outputs]
==> Changelog: implementation <==
## Implementation

* I/O pins at 11
* Crit end category: primary output
* Flop2flop setup slack at 290 ps
* Power Density at 1360 mW/mm^2
* Status: completed
* Origin of the worst min-delay path: en
* Adder Share, Synth at 0
* Post-synth regs at 4
* Fmax at 1050 MHz
* Critical path peak fanout at 2
* Yosys cell count at 13
* Dpl ws at -196 ps
* CP arrival at 750 ps
* Synth Area in XOR/XNOR at 0
* Longest Clk Path Bufs at 2
* Synth Instances at 13
* Global route total overflow at 0
* Die x size at 80 um
* RSZ-0062 raised after global routing: false
* Initial antenna violation count at 0
* All-Layer GR Usage at 0.0185
* Largest net degree at the start of global routing at 9
* Simple share at 0.122
* Antenna Nets Post-Route at 0
* Setup-failing EPs final at 0
* DP Area at 298 um^2
* Setup crit start kind: flip-flop
* Row count at 21
* RR Endpoint: dout[1]
* Area grow syn2layout at 128%
* Wire per inst at 8.03 um
* Slowest CP cell: dfxtp_2
* CP top delay family: flip-flops
* Drt total wl at 578 um
* Design Area, Final at 328 um^2
* Top Layout Cells: clkdlybuf4s50_1, dfxtp_2, clkdlybuf4s15_1
* CP Buf/Inv Count at 1
* First-pass GRT wire length at 890 um
* Depth of the worst register-to-register path at 3
* Top flop regs: dout x4
* Crit path largest cell delay at 330 ps
* Sequential area share after synthesis at 0.557
* Pre-antenna DRT Iters at 3
* Fillcell total at 411
* Max FFs per register at 4
* Core ar. at 0.00342 mm^2
* Min-delay worst type: in -> reg
* Antenna diode count at 0
* Vias per inst at 2.08
* Yosys synthesis chip area at 144 um^2
* Final design utilization at 0.0960
* Worst r2r src: dout[1]
* Largest Register: dout
* Tot Pwr at 447 uW
* Fin crit share at 0.951
* Postcts setup bufs at 0
* Logic area at 52.6 um^2
* Req. time, crit path at 800 ps
* Syn. warnings at 1
* Vias at 150
* Total number of H-tree levels at 1
* Reg area at 85.1 um^2
* AO/OA Area Share at 0.243
* Residual DRC at 0
* Hold path depth at 2
* Log Warnings at 25
* Die y size at 80 um
* Crit path cell chain: clkdlybuf4s15_1
* CTS tree: built
* Num CTS Buffers at 3
* DR iter-0 viols at 3
* Setup WS post-layout at 48.9 ps
* Hold Path End: dout[1]
* Worst vdd ir at 0.000426 V
* Worst-skew pair later-pin latency at 230 ps
* Relative max-transition margin at 0.790
* Top comb family, area: AND-OR/OR-AND gates
* Layout cells sized above 1 at 0.385
* Critical Setup Path Class: reg -> out
* Die area at 0.00640 mm^2
* Most frequent logic cell in the layout: clkdlybuf4s50_1
* Lkg Pwr at 0.000117 uW
* Cell Type Count at 6
* Least-Margin Pin Slew at 314 ps
* Max-cap violation count at 0
* Port bufs at 10
* RePlAce Congestion at 0.734
* CTS root buf: clkbuf_4
* Syn avg cell area at 11.1 um^2
* Synthesized area at 144 um^2
* Clk sink count at 4
* Initial core utilization at 0.0421
* Final min period at 951 ps
* Clock-pin slew on the worst setup and hold paths at 40 ps
* Worst Skew at 0 ps
* Vias in the first global route at 169
* Final hold violation count at 0
* Slew Viols, Final at 0
* Mux area share at 0
Yosys cell counts:
cell	instances	area, um^2
dfxtp_1	4	80.1
a211oi_1	3	22.5
nor2_1	3	11.3
a211oi_2	1	12.5
buf_6	1	11.3
nor2_2	1	6.26
area by class of cell:
type / count / area share
clock buffers: 3 / 0.0687
multi-input cells: 8 / 0.160
flip-flops and latches: 4 / 0.260
well taps: 46 / 0.176
repair buffers: 11 / 0.336
cells by family (layout without fill, tap and decap cells):
logic type      after synthesis  count (layout)
compound gates                4               4
buf+inv                       1              14
simple gates                  4               4
flops                         4               4
layer usage:
layer / part of all wire / track usage / up-vias
met5: 0 / 0 / -
met4: 0 / 0.00528 / 0
met3: 0.093 / 0.0114 / 0
met2: 0.20 / 0.0128 / 13
met1: 0.71 / 0.0339 / 63
li1: - / - / 74
what timing repair did:
action	CTS	global route
gates resized	8	5
hold buffers	0	0
hold endpoints to repair	0	0
endpoints found under the setup margin	4	6
cloned	0	0
metrics by stage:
step,hold slack [ps],TNS (ps),std cells
after global placement,475,-578,69
after global routing,413,0,72
final,383,0,72
after detailed placement,491,-786,69
after CTS,496,0,72
after floorplan,265,0,13
worst register-to-register path: cells and delay by family, from the launching register on:
family | cells | cell delay [ps]
DFF | 1 | 320
buffers and inverters | 1 | 100
AOI/OAI and AO/OA | 1 | 180
and+or+nand+nor | 1 | 30
where the power goes:
group	switching, uW	total, uW	internal (uW)
Sequential	6.43	180	174
Clock	67.3	202	134
Combinational	21.6	65.4	43.8
worst max-delay path by stage:
stage | start | end | slack [ps] | cells after the start
after CTS | dout[1] | dout[1] | 2 | 1
after global routing | dout[1] | dout[1] | 10 | 1
final | dout[2] | dout[2] | 50 | 1
Power is estimated from default activity; no workload was simulated.
